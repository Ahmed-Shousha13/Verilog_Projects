`flow/config.mk`:
```
export PLATFORM = sky130hd
export DESIGN_NAME = RAM
export DESIGN_NICKNAME = RAM
export VERILOG_FILES = /design/flow/design.v
export SDC_FILE = /design/flow/constraint.sdc
export NUM_CORES = 4
export LEC_CHECK = 1
export CORE_UTILIZATION = 30
export SYNTH_HDL_FRONTEND = slang
```
`flow/constraint.sdc`:
```
current_design RAM

set clk_period 53.4
set clk_io_pct 0.2

create_clock -name clk0 -period $clk_period [get_ports {clk}]

set non_clock_inputs [all_inputs -no_clocks]
set_input_delay [expr $clk_period * $clk_io_pct] -clock clk0 $non_clock_inputs
set_output_delay [expr $clk_period * $clk_io_pct] -clock clk0 [all_outputs]
```
`flow/design.v`:
```
module RAM(
input clk,rst,rx_valid,
input [9:0] din,
output reg tx_valid,
output reg [7:0] dout
);
integer i;
reg [7:0] memory [0:255];
reg [7:0] read_add;
reg [7:0] write_add;
  always @(posedge clk or negedge rst)
  begin  
  if (~rst)
    begin 
    for(i=0;i<256;i = i+1)
      begin 
         memory[i] = 8'b0;
      end 
      read_add <=0;
      write_add <=0;
      tx_valid <=0;
      dout <=0; 
    end 
    else
      begin 
            if(rx_valid)
            begin
            case(din[9:8])
              2'b00:
              begin
              write_add <=din[7:0];
              tx_valid <= 1'b0;
              end
              2'b01:
              begin
              memory[write_add] <= din[7:0];
              tx_valid <=1'b0;
              end
              2'b10:
              begin
              read_add <= din[7:0];
              tx_valid <=1'b0;
              end
              2'b11:
              begin
              tx_valid <=1;
              dout <=memory[read_add];
              end
              endcase
              end
           else
           tx_valid <=1'b0;
         end
  end 
endmodule
```
`flow/run.sh`:
```
#!/bin/bash
# OpenROAD 26Q1-2900-gdf79404cd8, Yosys 0.63+post, stock flow scripts
make -C /OpenROAD-flow-scripts/flow DESIGN_CONFIG=/design/flow/config.mk WORK_HOME=/design/flow/orfs finish
```
==> job_summary.md <==
### Yosys + OpenROAD results

| Metric | Value |
|---|---|
| # H-tree levels | 4 |
| HP Class | flip-flop to flip-flop |
| Sequential power share | 45.5% |
| Post-synth EDFFs | 0 |
| Post-synth cell types | 70 |
| Gr usage total | 18.0% |
| Row count | 205 |
| Final Hold Violation Tally | 0 |
| CP endpoint kind | asynchronous set/reset pin |
| DRT Wirelength | 271 mm |
| Worst setup SP type | input pin |
| Status | completed |
| Finished Cell Area | 107000 sq um |
| CTS-repair resized insts | 0 |
| CTS Sinks | 2073 |
| Antenna-violating nets left | 0 |
| Max-area cell share | 54.8% |
| Clk pwr share | 40.9% |
| Clock buffer depth | 3 |
| RSZ-0062 raised after global routing | false |
| FMAX | 69.5 MHz |
| YS warnings | 0 |
| Slowest CP cell | buf_4 |
| WP data required | 54.35 ns |
| Met3 usage | 7.25% |
| M2 GR Usage | 26.4% |
| Core Util at FP | 30.3% |
| Layout area overhead | 12.6% |
| Met1 Use GR | 25.3% |
| First drt pass iteration count | 5 |
| Crit path max-delay family | buffers and inverters |
| Drc violations | 0 |
| Via count | 54900 |
| Ports | 22 |
| Total grt overflow | 0 |
| # Cells Yosys | 6200 |
| Setup_tns | 0 ns |
| Clk slew on worst S/H paths | 0.06 ns |
| Static Leak | 51.2 nW |
| Yosys synthesis chip area | 94700 sq um |
| Pwr Total | 3.71 mW |
| Post-CTS Setup Inserts | 0 |
| Main synth FF type | dfrtp_1 |
| Core area | 313000 sq um |
| Fraction of layout cells with a size suffix above 1 | 34.3% |
| Worst-Margin Slew | 0.985 ns |
| Mapped Avg Cell Area | 15.3 sq um |
| Synthesized cell area | 94700 sq um |
| Max_cap viols | 0 |
| Period utilisation layout | 27.0% |
| Hold buffers post-CTS | 0 |
| Max VDD drop | 0.0364 mV |
| Headroom to the max-slew limit | 32.6% |
| Post-Synthesis Cells | 6200 |
| TritonCTS Buffers | 211 |
| WL/cell | 25.9 microns |
| DP HPWL | 173 mm |
| Crit path kind | input pin to asynchronous set/reset pin |
| Min Clock Period, post-route | 14.39 ns |
| Bufs and invs on worst path | 7 |
| GRT busiest layer | met2 |
| Sequential area share after synthesis | 54.8% |
| Critical path peak fanout | 143 |
| Die width | 564 microns |
| Internal reg-to-reg setup slack | 47.74 ns |
| Combinational share of power | 13.6% |
| WP data arrival | 15.34 ns |
| Number of global-route vias before repair | 58600 |
| Pint | 2.69 mW |
| Initial antenna violation count | 12 |
| Die area | 318000 sq um |
| CTS tree | yes |
| #FFs+latches synth | 2073 |
| Endpoints failing setup | 0 |
| Buffers added on ports | 21 |
| Final Skew | 0.0760 ns |
| Synth area leaders | dfrtp_1, mux2_2, mux2_1, mux4_2, mux2i_1 |
| Smallest hold slack | 0.482 ns |
| Most common cell on crit path | buf_4 |
| OpenROAD warnings | 42 |
| Latency at later pin | 0.89 ns |
| Vias/cell | 5.24 |
| Switch Pwr | 1.02 mW |
| Pwr/cell area | 34.8 nW/um^2 |
| Final tally of max-slew violations | 0 |
| Chip height | 564 microns |
| Gpl congestion | 0.904 |
| Slowest stage delay, CP | 0.74 ns |
| First-pass GRT wire length | 406 mm |
| Largest area contributor in the netlist | dfrtp_1 |
| Largest net degree at the start of global routing | 144 |
| Switching Fraction | 27.6% |
| Crit-path cells | buf_16 > buf_4 > buf_4 > buf_4 > buf_12 > buf_4 > buf_4 |
| Placed Instance Area | 99400 sq um |
| FFs w/ async S/R, synth | 100% |
| Drt initial violations | 3649 |
| CTS Root Cell | clkbuf_16 |
## kinds of logic after synthesis
family | after synthesis | share of synthesized area (%)
multiplexers | 2704 | 36.9
flip-flops | 2073 | 54.8
buffers and inverters | 479 | 2.66
AND/OR/NAND/NOR | 556 | 2.71
AND-OR/OR-AND | 388 | 2.96
## state kept, by name (all words and copies together), names as in the netlist
register / flops
memory: 2048
read_add: 8
tx_valid: 1
write_add: 8
dout: 8
## layer usage
metal,up-vias,wire length [microns]
met5,-,188
met4,6,9520
met3,481,25600
met2,1589,123000
met1,29700,113000
li1,23200,-
## layout make-up
cell class	count	area, sq um
inverter	6	25.0
clock buffer	334	6450
fill	29400	206000
clock inverter	58	808
timing repair buffer	211	1870
tap	4140	5180
multi-input combinational	3648	40400
antenna	2	5.00
sequential	2073	51900
## final timing paths
path / start / end / depth (start not counted)
max in group clk0: din[9] / dout[5] / 11
hold reg to reg: memory[1392] / memory[1392] / 1
hold / removal: memory[1392] / memory[1392] / 1
min in group asynchronous: rst / memory[1317] / 1
setup / recovery: rst / memory[249] / 7
setup reg to reg: read_add[0] / dout[1] / 11
## power groups by stage
stage	Combinational (mW)	Sequential (mW)	Clock (mW)
CTS	0.507	1.69	1.55
global route	0.535	1.70	1.61
finish	0.504	1.69	1.52
## cell usage after synthesis, types with 18 or more instances
cell / count
a21oi_1: 40
a221oi_1: 27
a22o_1: 22
a22oi_1: 68
and2_1: 22
buf_2: 64
buf_4: 27
buf_6: 36
clkbuf_1: 316
dfrtp_1: 2073
mux2_1: 915
mux2_2: 1160
mux2i_1: 210
mux4_2: 411
nand2_1: 263
nand3_1: 30
nand4_1: 18
nor2_1: 86
nor2_2: 24
nor3_1: 39
o21ai_0: 28
o221ai_1: 46
o22ai_1: 68
## layout by cell type (no fill, tap or decap), drive strengths merged, types with 11 or more instances in the layout
cell           synthesis  final
a31oi                 15     15
nor2b                 11     11
a221oi                28     28
nand2b                16     16
inv                    4     11
o21ai                 34     34
mux4                 419    419
or3                   11     11
nand2                263    263
nor2                 110    110
a211oi                15     15
nand4                 18     18
nor3                  39     39
and2                  22     22
clkbuf               318    342
mux2                2075   2075
a21oi                 40     40
clkinv                 2     43
o211ai                14     14
buf                  154    191
mux2i                210    210
a22o                  22     22
nand3                 30     30
a22oi                 68     68
clkdlybuf4s50          0     12
o22ai                 68     68
o221ai                46     46
dfrtp               2073   2073
## stage by stage
| step | setup WS [ns] | util [%] | cells |
|---|---|---|---|
| final | 39.01 | 34.1 | 10500 |
| after global routing | 38.23 | 34.1 | 10500 |
| after CTS | 38.83 | 34.1 | 10500 |
| after detailed placement | 37.89 | 31.8 | 10100 |
| after global placement | 38.10 | 31.8 | 10100 |
| after floorplan | 41.01 | - | 6200 |
Power figures rest on the tool's default switching activity, not on a simulated workload.
